==> flow/design.v <==
module decode
	(
		input [15:0] insn_i,
		input zf_i,
		input sf_i,
		input cf_i,
		input of_i,
		output [2:0] regdst_o,  
		output [2:0] regsrc_o,  
		output reg  [1:0] nextpc_o,
		output reg  [2:0] insntype_o,
		output reg  [3:0] aluop_o,
		output reg [15:0] imm_o,  
		output reg regwe_o,
		output reg memwe_o,
		output reg aluen_o
	);
	assign regsrc_o = insn_i[7:5];
	assign regdst_o = insn_i[10:8];
	always @(*)
	begin
		nextpc_o = 2'b10;
		insntype_o = 3'h0;
		aluop_o = 4'bxxxx;
		imm_o = 16'h0;
		regwe_o = 1'b0;
		memwe_o = 1'b0;
		aluen_o = 1'b0;
		case (insn_i[15:11])
			{1'b0,  4'b0000},
			{1'b0, 4'b0001},
			{1'b0, 4'b0010},
			{1'b0, 4'b0011},
			{1'b0, 4'b0100},
			{1'b0, 4'b0101},
			{1'b0, 4'b0110},
			{1'b0, 4'b0111},
			{1'b0, 4'b1000},
			{1'b0, 4'b1001},
			{1'b0, 4'b1010},
			{1'b0, 4'b1011},
			{1'b0, 4'b1100}:
			begin
				aluen_o = 1'b1;
				aluop_o = insn_i[14:11];         
				regwe_o = 1'b1;                  
				if (insn_i[15:11] != {1'b0, 4'b1100})
					regwe_o = 1'b1;
				else
					regwe_o = 1'b0;
				if (insn_i[15:11] == {1'b0, 4'b1010} ||
					insn_i[15:11] == {1'b0, 4'b1011})
				begin
					imm_o      = {8'h0, insn_i[7:0]};  
					insntype_o = 3'b001;
				end
				else begin
					imm_o = {11'h0, insn_i[4:0]};  
					if (regsrc_o != 3'b0)
						insntype_o = 3'b000;
					else
						insntype_o = 3'b001;
				end
			end
			5'b01101: begin
				if ((zf_i == 1'b1)) begin                                
		if (regdst_o == 3'b0) begin                  
			nextpc_o = 2'b00;                 
			imm_o = { {8{insn_i[7]}}, insn_i[7:0] }; 
		end else begin                               
			nextpc_o = 2'b01;                 
		end                                          
	end else begin                                   
		nextpc_o = 2'b10;                     
	end
			end
			5'b01110: begin
				if ((zf_i == 1'b0)) begin                                
		if (regdst_o == 3'b0) begin                  
			nextpc_o = 2'b00;                 
			imm_o = { {8{insn_i[7]}}, insn_i[7:0] }; 
		end else begin                               
			nextpc_o = 2'b01;                 
		end                                          
	end else begin                                   
		nextpc_o = 2'b10;                     
	end
			end
			5'b01111: begin
				if ((zf_i == 1'b0 && sf_i == of_i)) begin                                
		if (regdst_o == 3'b0) begin                  
			nextpc_o = 2'b00;                 
			imm_o = { {8{insn_i[7]}}, insn_i[7:0] }; 
		end else begin                               
			nextpc_o = 2'b01;                 
		end                                          
	end else begin                                   
		nextpc_o = 2'b10;                     
	end
			end
			5'b10000: begin
				if ((cf_i == 1'b0 && zf_i == 1'b0)) begin                                
		if (regdst_o == 3'b0) begin                  
			nextpc_o = 2'b00;                 
			imm_o = { {8{insn_i[7]}}, insn_i[7:0] }; 
		end else begin                               
			nextpc_o = 2'b01;                 
		end                                          
	end else begin                                   
		nextpc_o = 2'b10;                     
	end
			end
			5'b10011: begin
				if ((sf_i == of_i)) begin                                
		if (regdst_o == 3'b0) begin                  
			nextpc_o = 2'b00;                 
			imm_o = { {8{insn_i[7]}}, insn_i[7:0] }; 
		end else begin                               
			nextpc_o = 2'b01;                 
		end                                          
	end else begin                                   
		nextpc_o = 2'b10;                     
	end
			end
			5'b10100: begin
				if ((cf_i == 1'b0)) begin                                
		if (regdst_o == 3'b0) begin                  
			nextpc_o = 2'b00;                 
			imm_o = { {8{insn_i[7]}}, insn_i[7:0] }; 
		end else begin                               
			nextpc_o = 2'b01;                 
		end                                          
	end else begin                                   
		nextpc_o = 2'b10;                     
	end
			end
			5'b10001: begin
				if ((sf_i != of_i)) begin                                
		if (regdst_o == 3'b0) begin                  
			nextpc_o = 2'b00;                 
			imm_o = { {8{insn_i[7]}}, insn_i[7:0] }; 
		end else begin                               
			nextpc_o = 2'b01;                 
		end                                          
	end else begin                                   
		nextpc_o = 2'b10;                     
	end
			end
			5'b10010: begin
				if ((cf_i == 1'b1)) begin                                
		if (regdst_o == 3'b0) begin                  
			nextpc_o = 2'b00;                 
			imm_o = { {8{insn_i[7]}}, insn_i[7:0] }; 
		end else begin                               
			nextpc_o = 2'b01;                 
		end                                          
	end else begin                                   
		nextpc_o = 2'b10;                     
	end
			end
			5'b10101: begin
				if ((zf_i == 1'b1 || sf_i != of_i)) begin                                
		if (regdst_o == 3'b0) begin                  
			nextpc_o = 2'b00;                 
			imm_o = { {8{insn_i[7]}}, insn_i[7:0] }; 
		end else begin                               
			nextpc_o = 2'b01;                 
		end                                          
	end else begin                                   
		nextpc_o = 2'b10;                     
	end
			end
			5'b10110: begin
				if ((cf_i == 1'b1 || zf_i == 1'b1)) begin                                
		if (regdst_o == 3'b0) begin                  
			nextpc_o = 2'b00;                 
			imm_o = { {8{insn_i[7]}}, insn_i[7:0] }; 
		end else begin                               
			nextpc_o = 2'b01;                 
		end                                          
	end else begin                                   
		nextpc_o = 2'b10;                     
	end
			end
			5'b10111,
			5'b11000:
			begin
				if (insn_i[15:11] == 5'b11000) begin
					regwe_o = 1'b1;
					insntype_o = 3'b010;
				end
				if (regdst_o == 3'b0) begin
					nextpc_o = 2'b00;
					imm_o = { {8{insn_i[7]}}, insn_i[7:0]};
				end else begin
					nextpc_o = 2'b01;
				end
			end
			5'b11001,
			5'b11010:
			begin
				aluen_o = 1'b1;
				aluop_o = 4'b0111;
				if (insn_i[15:11] == 5'b11001) begin
					insntype_o = 3'b011;
					regwe_o = 1'b1;
				end else begin
					insntype_o = 3'b100;
					memwe_o = 1'b1;
				end
				imm_o = { {11{insn_i[4]}}, insn_i[4:0]};  
			end
		endcase
	end
endmodule
==> flow/run.sh <==
#!/bin/bash
# OpenROAD 26Q1-2900-gdf79404cd8, Yosys 0.63+post, stock flow scripts
make -C /OpenROAD-flow-scripts/flow DESIGN_CONFIG=/design/flow/config.mk WORK_HOME=/design/flow/orfs finish
==> flow/config.mk <==
export PLATFORM = sky130hd
export DESIGN_NAME = decode
export DESIGN_NICKNAME = decode
export VERILOG_FILES = /design/flow/design.v
export SDC_FILE = /design/flow/constraint.sdc
export NUM_CORES = 4
export LEC_CHECK = 1
export CORE_AREA = 10 10 70 70
export DIE_AREA = 0 0 80 80
==> flow/constraint.sdc <==
current_design decode

set clk_period 2.2
set clk_io_pct 0.2

create_clock -name clk0 -period $clk_period

set non_clock_inputs [all_inputs -no_clocks]
set_input_delay [expr $clk_period * $clk_io_pct] -clock clk0 $non_clock_inputs
set_output_delay [expr $clk_period * $clk_io_pct] -clock clk0 [all_outputs]
==> impl_metrics.tcl <==
# yosys + openroad results
set metrics [dict create \
    status "complete, but fails checks" \
    violations "negative setup slack" \
    setup_tns_ps -2190 \
    syn_area_per_cell_um2 6.89 \
    num_antenna_cells 0 \
    dp_hpwl_um 2020 \
    place_congestion 0.777 \
    pwr-share-seq_pct 0 \
    firstDrtPassIters 4 \
    pwr_density_cell_mw_per_mm2 165 \
    most-common-layout-cells "buf_4, buf_6, clkdlybuf4s50_1" \
    holdWs_ps 1350 \
    clockPowerShare_pct 0 \
    port_buffers 54 \
    timing.fmax_mhz 417 \
    core-area_mm2 0.00342 \
    chipArea_mm2 0.00640 \
    ys_seq_share_pct 0 \
    final_antenna_net_count 0 \
    p_leak_uw 0.000738 \
    area_growth_pct 164 \
    worst-path-max-fanout 7 \
    pin_count 54 \
    dpl_worst_slack_ps -896 \
    endpoint_kind "output port" \
    start_kind "input port" \
    arrival_ps 1960 \
    ff_count 0 \
    slew_headroom_pct 80.0 \
    hold_path_class "in2out" \
    die_height_um 80 \
    routed_wl_um 2830 \
    crit_start "insn_i[15]" \
    antenna_found_initial 0 \
    finalSetupViolations 17 \
    grtUsageMet2_pct 12.8 \
    min_from "insn_i[15]" \
    period_used_pct 109 \
    lay_top_count "buf_4" \
    crit_required_ps 1760 \
    grt_pass1_vias 955 \
    drc 0 \
    power_switching_uw 94.4 \
    synth.area.top_cells "buf_4, a21oi_1, a21boi_1" \
    synth.cell_area_um2 599 \
    cp_slowest_stage_delay_ps 260 \
    irDropWorstVdd_uv 56.0 \
    synth_top_area_share_pct 16.3 \
    detail_route.wl_per_cell_um 13.1 \
    cts_hold_buf 0 \
    drive_gt1_share_pct 60.0 \
    crit_top_cell "buf_6" \
    finalCriticalPeriod_ps 2400 \
    p_total_uw 261 \
    grt_pass1_wl_um 4490 \
    finalMaxSlewViolations 0 \
    openroad.warnings 34 \
    chipWidth_um 80 \
    ys_chip_area_um2 599 \
    switching_share_pct 36.2 \
    clkbuf_count 0 \
    stdcell_area_mm2 0.00158 \
    fin_ws_ps -199 \
    grt_max_degree 15 \
    fp_util_pct 17.5 \
    p_int_uw 166 \
    overflow 0 \
    rsz0062_at_grt "true" \
    globalRoute.busiestLayer "met2" \
    crit_chain "buf_8 -> buf_6 -> and3b_1 -> o211ai_1 -> o311ai_4 -> o21ai_4 -> o21ai_4 -> buf_6 -> buf_6 -> buf_6" \
    grt_use_total_pct 8.13 \
    syn_inst 87 \
    met1_usage_pct 11.3 \
    power_frac_comb_pct 100.0 \
    worst_slew_pin_slew_ps 299 \
    synth.largest_area_cell "buf_4" \
    cpMaxStageDelayCell "o21ai_4" \
    ys_cells 87 \
    ys_warn_count 1 \
    dpl_cell_area_mm2 0.00126 \
    seq_area_um2 0 \
    hold_violations 0 \
    gr-usage-met3_pct 2.50 \
    cap_viol_max_count 0 \
    num_rows 21 \
    synth_cell_types 38 \
    drt-initial-drc-count 18 \
    vias 897 \
    vias_per_cell 4.15 \
    critPathKind "in2out" \
]
==> cell usage after synthesis, types with 2 or more instances <==
master / n
a21boi_1: 5
a21oi_1: 8
a22oi_1: 2
and2_1: 2
buf_2: 5
buf_4: 13
inv_1: 3
nand2_1: 5
nand2b_1: 2
nor2_1: 3
nor2b_1: 4
nor3_1: 3
nor3b_1: 3
o21ai_0: 2
or2_1: 4
==> critical path: cells and delay by family <==
kind            cells  cell delay (ps)
compound gates      4              770
buf+inv             5              570
simple gates        1              180
==> through the flow <==
step | instances | utilization [%]
after floorplan | 87 | -
after global placement | 193 | 37.0
after detailed placement | 193 | 37.0
after CTS | 212 | 43.9
after global routing | 216 | 46.3
final | 216 | 46.3
==> kinds of logic after synthesis <==
family | share of synthesized area [%]
AND/OR/NAND/NOR | 38.0
XOR/XNOR | 2.92
buffers and inverters | 24.2
AND-OR/OR-AND | 34.9
==> power by group through the flow <==
| stage | sequential [uW] | combinational [uW] | clock [uW] |
|---|---|---|---|
| 4_1_cts | 0 | 247 | 0 |
| 5_1_grt | 0 | 285 | 0 |
| 6_report | 0 | 261 | 0 |
==> worst paths after layout <==
path,end,depth (start not counted)
min,nextpc_o[0],5
max,imm_o[9],10
==> final cells by class <==
type,instances,area [um2]
fillers,322,1840
repair buffers,102,906
multi-input cells,65,606
well taps,46,57.6
inverters,3,11.3
==> timing repair <==
action | CTS | global route
pin swaps | 21 | 4
gates resized | 139 | 14
endpoints found under the setup margin | 28 | 21
buffers inserted | 19 | 5
gates cloned | 0 | 0
==> metal layers <==
metal | wire length, um | share of wire, %
met5 | 0 | 0
met4 | 0 | 0
met3 | 234 | 8.3
met2 | 1270 | 45
met1 | 1320 | 47
Power is estimated from default activity; no workload was simulated.
